===== flow/config.mk =====
export PLATFORM = sky130hd
export DESIGN_NAME = als_interface
export DESIGN_NICKNAME = als_interface
export VERILOG_FILES = /design/flow/design.v
export SDC_FILE = /design/flow/constraint.sdc
export NUM_CORES = 4
export LEC_CHECK = 1
export CORE_UTILIZATION = 40

===== flow/constraint.sdc =====
current_design als_interface

set clk_period 6.6
set clk_io_pct 0.2

create_clock -name clk0 -period $clk_period [get_ports {clk}]

set non_clock_inputs [all_inputs -no_clocks]
set_input_delay [expr $clk_period * $clk_io_pct] -clock clk0 $non_clock_inputs
set_output_delay [expr $clk_period * $clk_io_pct] -clock clk0 [all_outputs]

===== flow/design.v =====
module als_interface (
    input wire clk,          
    input wire reset,       
    input wire start_conv,    
    input wire miso,          
    output reg cs_n,          
    output reg sclk,          
    output reg [7:0] light_data,  
    output reg data_valid     
);
    localparam IDLE = 2'b00;
    localparam CONVERT = 2'b01;
    localparam FINISH = 2'b10;
    localparam SCLK_DIV = 25;  
    reg [4:0] bit_counter;    
    reg [1:0] state;          
    reg [15:0] shift_reg;     
    reg [7:0] sclk_counter;   
    reg sclk_enable;          
    always @(posedge clk or posedge reset) begin
        if (reset) begin
            sclk_counter <= 0;
            sclk <= 0;
        end else if (sclk_enable) begin
            if (sclk_counter == SCLK_DIV - 1) begin
                sclk <= ~sclk;
                sclk_counter <= 0;
            end else begin
                sclk_counter <= sclk_counter + 1;
            end
        end else begin
            sclk <= 0;
            sclk_counter <= 0;
        end
    end
    always @(posedge clk or posedge reset) begin
        if (reset) begin
            state <= IDLE;
            cs_n <= 1;
            bit_counter <= 0;
            shift_reg <= 0;
            light_data <= 0;
            data_valid <= 0;
            sclk_enable <= 0;
        end else begin
            case (state)
                IDLE: begin
                    data_valid <= 0;
                    if (start_conv) begin
                        state <= CONVERT;
                        cs_n <= 0;            
                        bit_counter <= 0;      
                        shift_reg <= 0;        
                        sclk_enable <= 1;      
                    end else begin
                        cs_n <= 1;             
                        sclk_enable <= 0;      
                    end
                end
                CONVERT: begin
                    if (sclk_counter == SCLK_DIV - 1 && sclk == 0) begin   
                        shift_reg <= {shift_reg[14:0], miso};   
                        if (bit_counter == 15) begin   
                            state <= FINISH;
                            sclk_enable <= 0;
                        end else begin
                            bit_counter <= bit_counter + 1;
                        end
                    end
                end
                FINISH: begin
                    cs_n <= 1;   
                    light_data <= shift_reg[11:4];
                    data_valid <= 1;
                    state <= IDLE;
                end                
                default: state <= IDLE;
            endcase
        end
    end
endmodule

===== flow/run.sh =====
#!/bin/bash
# OpenROAD 26Q1-2900-gdf79404cd8, Yosys 0.63+post, stock flow scripts
make -C /OpenROAD-flow-scripts/flow DESIGN_CONFIG=/design/flow/config.mk WORK_HOME=/design/flow/orfs finish

==> results.sh <==
# physical design summary
export IMPL_layout_cells_non_filler=241
export IMPL_arrival_ns=3.02
export IMPL_clock_path_buffers=2
export IMPL_skew_ns=0.009737
export IMPL_postRouteWirelength_mm=3.055
export IMPL_clkPwrFrac_pct=44.4
export IMPL_powerDensity_nw_per_um2=210.3
export IMPL_path_cells="clkdlybuf4s50_1 > nand2b_1 > and3_1 > mux2i_1"
export IMPL_status="finished clean"
export IMPL_drv_cap=0
export IMPL_grt_overflow_total=0
export IMPL_synthToLayoutAreaGrowth_pct=14.02
export IMPL_drt_wirelength_per_cell_um=12.68
export IMPL_crit_type="in -> reg"
export IMPL_finalPower_mw=0.4536
export IMPL_pre_cts_ws_ns=3.500
export IMPL_worst_pin_slew_ns=0.6939
export IMPL_crit_slowest_cell="and3_1"
export IMPL_path_max_fanout=12
export IMPL_post_cts_buffers=0
export IMPL_clk_pin_slew_ns=0.08
export IMPL_hold_path_class="reg -> reg"
export IMPL_ys_area_um2=1892
export IMPL_comb_power_share_pct=1.6
export IMPL_grt_setup_unrepaired="no"
export IMPL_setup_viol=0
export IMPL_seq_power_share_pct=54.0
export IMPL_whs_ns=0.4889
export IMPL_slowest_delay_ns=0.66
export IMPL_drc_errors=0
export IMPL_p_int_mw=0.3609
export IMPL_std_cell_rows=24
export IMPL_finalMaxSlewViolations=0
export IMPL_die_x_um=70.77
export IMPL_tritoncts="built"
export IMPL_ir_worst_vdd_v=0.0001207
export IMPL_grt_pass1_vias=1227
export IMPL_power_switching_mw=0.09274
export IMPL_drt_pass1_iter_count=22
export IMPL_holdBufCountCts=0
export IMPL_root_buffer="clkbuf_8"
export IMPL_port_buffers=14
export IMPL_dp_cells=233
export IMPL_cts_buffers=5
export IMPL_drive_above_1_share_pct=14.29
export IMPL_synth_cells=172
export IMPL_crit_required_ns=6.81
export IMPL_vias=1217
export IMPL_grt_first_pass_wirelength_mm=5.492
export IMPL_initial_core_util_pct=42.57
export IMPL_ioPinCount=15
export IMPL_clock_fmax_mhz=355.8
export IMPL_via_per_inst=5.050
export IMPL_clock_latency_ns=0.29
export IMPL_syn_area_um2=1892
export IMPL_antenna_found_initial=0
export IMPL_leakagePower_nw=0.9678
export IMPL_yosys_cells=172
export IMPL_warning_count=26
export IMPL_avgSynthCellArea_um2=11.00
export IMPL_htree_levels=2
export IMPL_hold_violations=0
export IMPL_end_kind="flop"
export IMPL_yosys_warnings=1
export IMPL_startpoint_type="input pin"
export IMPL_relSlewSlack_pct=53.74
export IMPL_gp_congestion=0.9258
export IMPL_grt_max_degree=41
export IMPL_period_needed_ns=2.810
export IMPL_synth_cell_types=37
export IMPL_numSynthFlops=40
export IMPL_die_h_um=70.77
export IMPL_core_area_um2=4444
export IMPL_fillCellCount=389
export IMPL_die_area_um2=5008
export IMPL_n_antenna_cell=0
export IMPL_tns_ns=0
export IMPL_swShare_pct=20.44
export IMPL_post_cts_resized=0
export IMPL_clock_sinks=40
export IMPL_ys_seq_share_pct=53.04
export IMPL_finalClockPeriodUsage_pct=42.58
export IMPL_grt_usage_pct=13.82
export IMPL_ant_nets=0
export IMPL_hpwl_mm=1.994
export IMPL_drtIter0Drc=37
export IMPL_fin_ws_ns=3.790
export IMPL_largest_reg_flops=12
-- layer usage --
metal / vias up / share of wire (%) / track usage, %
met4: 0 / 0 / 2.000
met1: 595 / 51 / 21.72
met2: 15 / 46 / 21.58
li1: 607 / - / -
met3: 0 / 3.1 / 2.457
met5: - / 0 / 0
-- cells by family (layout without fill, tap and decap cells) --
family,Yosys count,count (layout),synth area share (%)
mux,20,20,11.11
buf+inv,23,40,6.680
xor+xnor,6,6,2.778
simple gates,65,65,18.45
flops,40,40,53.04
compound gates,14,14,5.291
fa+ha+maj,4,4,2.646
-- synth_stat cells, drive strengths merged --
| library cell | number | area share, % |
|---|---|---|
| dlymetal6s2s | 1 | 0.66 |
| nand4 | 2 | 0.66 |
| nor2 | 11 | 2.2 |
| a22o | 1 | 0.46 |
| a21o | 2 | 0.79 |
| buf | 3 | 2.2 |
| and2 | 1 | 0.33 |
| and3b | 1 | 0.66 |
| nor3 | 2 | 0.53 |
| nand4b | 2 | 0.93 |
| nor2b | 2 | 0.66 |
| or2 | 1 | 0.33 |
| dfstp | 2 | 2.8 |
| clkbuf | 2 | 0.40 |
| nand3b | 1 | 0.40 |
| nor3b | 1 | 0.99 |
| xor2 | 3 | 1.4 |
| nand3 | 9 | 2.4 |
| and4bb | 1 | 0.86 |
| o21ai | 3 | 0.79 |
| o21a | 2 | 0.79 |
| mux2 | 8 | 4.8 |
| xnor2 | 3 | 1.4 |
| dfrtp | 38 | 50 |
| o211ai | 3 | 1.2 |
| a31o | 1 | 0.46 |
| and3 | 6 | 2.2 |
| a2bb2oi | 1 | 0.46 |
| mux2i | 12 | 6.3 |
| nand2b | 2 | 0.66 |
| inv | 17 | 3.4 |
| nand2 | 22 | 4.4 |
| or3 | 1 | 0.33 |
| ha | 4 | 2.6 |
| a31oi | 1 | 0.33 |
-- layout by cell type (no fill, tap or decap), types with 3 or more instances in the layout --
cell type         n
and3_1            3
and3_2            3
clkbuf_8          5
clkdlybuf4s50_1  14
dfrtp_1          38
ha_1              4
inv_1            17
mux2_2            8
mux2i_1          12
nand2_1          22
nand3_1           9
nor2_1           11
o211ai_1          3
o21ai_0           3
xnor2_1           3
xor2_1            3
-- per-stage QoR --
| stage | util (%) | cell area, µm² |
|---|---|---|
| after global routing | 48.54 | 2157 |
| after CTS | 48.54 | 2157 |
| after detailed placement | 45.95 | 2042 |
| after global placement | 45.95 | 2042 |
| after floorplan | - | 1892 |
| final | 48.54 | 2157 |
-- layout make-up --
cell class | instances | area (µm²) | area share [%]
clock inverters | 3 | 46.29 | 2.146
flip-flops and latches | 40 | 1003 | 46.52
clock buffers | 5 | 68.82 | 3.190
multi-input cells | 109 | 762.0 | 35.32
inverters | 17 | 63.81 | 2.958
repair buffers | 15 | 147.6 | 6.845
well taps | 52 | 65.06 | 3.016
-- final timing paths --
kind                            startpoint           end  slack [ns]  depth (start not counted)
max in group asynchronous            reset          cs_n        4.80                          3
hold reg to reg                 data_valid    data_valid        0.49                          1
setup reg to reg           sclk_counter[0]  shift_reg[5]        4.55                          6
setup / recovery                start_conv  shift_reg[5]        3.79                          4
hold / removal                  data_valid    data_valid        0.49                          1
min in group asynchronous            reset  shift_reg[2]        1.45                          3
-- power groups by stage --
stage | sequential (mW) | clock [mW] | combinational [mW]
CTS | 0.245 | 0.208 | 0.00779
global route | 0.245 | 0.219 | 0.00846
finish | 0.245 | 0.201 | 0.00726
-- worst max-delay path, delay by kind of cell --
family                 cells  cell delay (ns)
and+or+nand+nor            2             0.92
buffers and inverters      1             0.51
muxes                      1             0.27
Power and IR drop assume default switching activity.
