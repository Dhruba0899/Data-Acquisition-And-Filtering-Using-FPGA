## flow/design.v

```verilog
module dpg_interface (
    input wire clk,               
    input wire rst,               
    input wire start_conv,        
    input wire miso,              
    output reg sclk,              
    output reg cs_n,              
    output reg [11:0] adc_data,   
    output reg data_valid         
);    
    localparam IDLE = 2'b00;
    localparam CONVERT = 2'b01;
    localparam FINISH = 2'b10;    
    localparam SCLK_DIV = 50;     
    reg [1:0] state;
    reg [4:0] bit_counter;
    reg [15:0] shift_reg;
    reg [7:0] sclk_counter;
    reg sclk_enable;
    always @(posedge clk or posedge rst) begin
        if (rst) begin
            sclk_counter <= 0;
            sclk <= 0;           
        end else if (sclk_enable) begin
            if (sclk_counter == SCLK_DIV - 1) begin
                sclk <= ~sclk;   
                sclk_counter <= 0;
            end else begin
                sclk_counter <= sclk_counter + 1;
            end
        end else begin
            sclk <= 0;          
            sclk_counter <= 0;
        end
    end
    always @(posedge clk or posedge rst) begin
        if (rst) begin
            state <= IDLE;
            cs_n <= 1;           
            bit_counter <= 0;
            shift_reg <= 0;
            adc_data <= 0;
            data_valid <= 0;
            sclk_enable <= 0;
        end else begin
            case (state)
                IDLE: begin
                    data_valid <= 0;
                    if (start_conv) begin
                        state <= CONVERT;
                        cs_n <= 0;           
                        bit_counter <= 0;
                        shift_reg <= 0;
                        sclk_enable <= 1;    
                    end else begin
                        cs_n <= 1;           
                    end
                end
                CONVERT: begin
                    if (sclk_counter == SCLK_DIV - 1 && sclk == 0) begin   
                        shift_reg <= {shift_reg[14:0], miso};   
                        if (bit_counter == 15) begin   
                            state <= FINISH;
                            sclk_enable <= 0;
                        end else begin
                            bit_counter <= bit_counter + 1;
                        end
                    end
                end
                FINISH: begin
                    cs_n <= 1;   
                    adc_data <= shift_reg[11:0];                    
                    data_valid <= 1;
                    state <= IDLE;
                end                
                default: state <= IDLE;
            endcase
        end
    end
endmodule
```

## flow/run.sh

```bash
#!/bin/bash
# OpenROAD 26Q1-2900-gdf79404cd8, Yosys 0.63+post, stock flow scripts
make -C /OpenROAD-flow-scripts/flow DESIGN_CONFIG=/design/flow/config.mk WORK_HOME=/design/flow/orfs finish
```

## flow/config.mk

```make
export PLATFORM = sky130hd
export DESIGN_NAME = dpg_interface
export DESIGN_NICKNAME = dpg_interface
export VERILOG_FILES = /design/flow/design.v
export SDC_FILE = /design/flow/constraint.sdc
export NUM_CORES = 4
export LEC_CHECK = 1
export CORE_UTILIZATION = 40
```

## flow/constraint.sdc

```tcl
current_design dpg_interface

set clk_period 4.0
set clk_io_pct 0.2

create_clock -name clk0 -period $clk_period [get_ports {clk}]

set non_clock_inputs [all_inputs -no_clocks]
set_input_delay [expr $clk_period * $clk_io_pct] -clock clk0 $non_clock_inputs
set_output_delay [expr $clk_period * $clk_io_pct] -clock clk0 [all_outputs]
```

==> CHANGELOG.md <==
### Metrics

* Via density at 5.15
* Clk pin slew, worst setup/hold paths at around 0.080 ns
* Clock Latency Late Sink at 0.29 ns
* Layout fillers at 430
* CTS Buffer Depth at 2
* Synth area leader: dfrtp_1
* TritonCTS buffer count at 5
* Tot Pwr at 0.747 mW
* Crit path time final at roughly 2.4 ns
* Hold path start: data_valid
* Setup Fix Bufs, Post-CTS at 0
* Area delta synth->final at 17.4%
* # rows at 25
* Largest net degree at the start of global routing at approximately 45
* Worst r2r dst: shift_reg[1]
* Netlist cell types at 41
* Critical Path AT at 2.50 ns
* EDFF count, synth at 0
* Initial Util at 0.418
* Max-slew violations at 0
* Synth Seq Share at 0.556
* Share of cells above drive strength 1 at 0.142
* Vias in the first global route at 1289
* Critical Path End Type: register
* Final global-route overflow total at 0
* Mapped Cells at roughly 180
* Critical path class: reg2reg
* Total of max-cap violations at 0
* Top FF cell, synth: dfrtp_1
* CTS tree: done
* Ant diodes at 0
* Remaining antenna violation count at 0
* RSZ-0062 raised after global routing: no
* Least-Margin Pin Slew at 0.918 ns
* Routed WL per cell at 13.0 um
* Top-count cell post-synth: dfrtp_1
* Ys async rst share at 1.00
* WHS Endpoint: data_valid
* Die Size at about 0.0052 mm^2
* Synth cell count leaders: dfrtp_1 (42), nand2_1 (34), mux2_2 (13), nor2_1 (11), o21ai_0 (11)
* Tot GR Track Use at 0.155
* CORE AREA at between 0.004 and 0.005 mm^2
* Max_slew headroom at 0.383
* Routed via count at 1395
* Clock sink count at 44
* Placer Congestion at between 0.8 and 0.9
* Post-Syn Area at 0.00199 mm^2
* Final setup fails at 0
* Syn. warnings at 1
* CP Data Required Time at 4.13 ns
* Drt pass-1 iters at 4
* Final setup skew at 0.00374 ns
* Max-area cell share at 0.529
* Root Driver: clkbuf_8
* Power per Cell Area at between 300 and 400 mW/mm^2
* Initial antenna violation count at 0
* Num ports at 19
* Max H-tree Level at 2
* Status: finished, final reports clean
* Hold Fails Final Rpt at 0
* Post-synth regs at 44
* Fin crit share at 0.594
* DP HPWL at approximately 2300 um
* First-pass GRT wire length at 6180 um
* Finished Layout Cells at between 200 and 300
* RR Startpoint: sclk_counter[1]
* Worst r2r path cells at 5
* HP Class: reg2reg
* Gates resized, CTS repair at 0
* Max Freq at roughly 420 MHz
* Crit path max fanout at 22
* Port Buffers at 18
* Hold depth at 1
* Ranking of synthesized cells by area: dfrtp_1 (53%), mux2_2 (7.4%), nand2_1 (6.4%), o21ai_0 (2.8%), dfstp_2 (2.6%)
* Chip width at between 70 and 80 um
* Count of tool warnings at 26
* Final setup TNS at 0 ns
* Post-placement cell count at 263
* Drt first-iter violations at 104
* Die y size at between 70 and 80 um
* Yosys chip area at 0.00199 mm^2
* Maximum vdd ir drop at 0.206 mV
* Syn avg cell area at 10.9 um^2
* Final WL at 3520 um
* Drc violations at 0
* Leakage at 1.01 nW
* Worst setup SP type: register
* Ys cells at 182
* Post-cts hold-fix buffer tally at 0
* R2R Setup Slk at 1.62 ns
worst max path at each step:
stage,slack [ns],startpoint,to
4_1_cts,1.63,sclk_counter[1],shift_reg[5]
6_report,1.62,sclk_counter[1],shift_reg[1]
5_1_grt,1.44,sclk_counter[1],shift_reg[5]
placed cells by master (no fill, tap or decap), types with 2 or more instances in the layout:
master	count
clkinvlp_4	2
and3_1	3
mux2_2	13
nor3_1	3
nand2_1	34
dfstp_2	2
nand2b_1	2
nor2b_1	2
nor2_1	11
xor2_1	3
nand4_1	2
xnor2_1	3
clkbuf_8	6
o21ai_1	2
inv_1	5
o21ai_0	11
clkdlybuf4s50_1	18
a221o_1	2
nand3_1	10
and2_1	3
nor3b_1	2
a21o_1	2
dfrtp_1	42
ha_1	4
worst max-delay path, cell delays in order, from the launching register on:
cell	delay, ns
dfrtp_1	0.43
inv_1	0.07
ha_1	0.17
or4b_4	0.51
nor4_4	0.78
o21ai_0	0.24
routing by layer:
metal,part of all wire,global-route usage,up-vias
li1,-,-,676
met1,0.48,0.254,677
met2,0.47,0.228,40
met3,0.048,0.0352,2
met4,0.0063,0.0174,0
met5,0,0,-
report_power, final:
| group | internal, mW | total, mW | switching [mW] | leakage, nW |
|---|---|---|---|---|
| clock network | 0.140 | 0.289 | 0.149 | 0.0434 |
| logic | 0.00360 | 0.0130 | 0.00935 | 0.378 |
| registers | 0.445 | 0.445 | 0.000350 | 0.584 |
logic make-up (layout without fill, tap and decap cells):
kind of cell,count (synthesis),count (layout),synth area share
AOI/OAI and AO/OA,27,27,0.0895
buffers and inverters,10,32,0.0214
and+or+nand+nor,78,78,0.208
xor gates and xnor gates,6,6,0.0265
adders and majority gates,4,4,0.0252
DFF,44,44,0.556
muxes,13,13,0.0737
layout make-up:
class | count | area, um^2 | share of cell area
Sequential cell | 44 | 1100 | 0.473
Multi-Input combinational cell | 128 | 840 | 0.360
Tap cell | 67 | 83.8 | 0.0360
Inverter | 5 | 18.8 | 0.00805
Clock inverter | 2 | 15.0 | 0.00644
Clock buffer | 6 | 82.6 | 0.0354
Timing Repair Buffer | 19 | 188 | 0.0805
metrics by stage:
| step | area [um^2] | setup slack, ns | utilization | hold WS (ns) |
|---|---|---|---|---|
| floorplan | 1990 | 2.10 | - | 0.430 |
| global placement | 2230 | 1.50 | 0.470 | 0.470 |
| detailed placement | 2230 | 1.41 | 0.470 | 0.470 |
| CTS | 2330 | 1.63 | 0.490 | 0.489 |
| global route | 2330 | 1.44 | 0.490 | 0.518 |
| finish | 2330 | 1.62 | 0.490 | 0.484 |
Power is estimated from default activity; no workload was simulated.
