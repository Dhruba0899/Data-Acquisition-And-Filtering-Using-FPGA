File: flow/run.sh
#!/bin/bash
# OpenROAD 26Q1-2900-gdf79404cd8, Yosys 0.63+post, stock flow scripts
make -C /OpenROAD-flow-scripts/flow DESIGN_CONFIG=/design/flow/config.mk WORK_HOME=/design/flow/orfs finish
File: flow/config.mk
export PLATFORM = sky130hd
export DESIGN_NAME = KalmanFilter
export DESIGN_NICKNAME = KalmanFilter
export VERILOG_FILES = /design/flow/design.v
export SDC_FILE = /design/flow/constraint.sdc
export NUM_CORES = 4
export LEC_CHECK = 1
export CORE_UTILIZATION = 30
File: flow/design.v
`timescale 1ns / 1ps
module KalmanFilter(
    input clk,
    input reset,
    input valid_in,
    input [7:0] z_k,
    output reg [7:0] x_k
);
    reg signed [7:0] x_pred; 
    reg [15:0] K_k1,K_k2, P_pred, P_k, test;
    reg [1:0] state;
    parameter Q = 16'd32;     
    parameter R = 16'd64;   
    parameter A = 2'b00, B = 2'b01, C = 2'b10, D = 2'b11;
    always @(posedge clk) begin
        if (reset) begin
            x_k <= 8'd70;  
            x_pred <= 8'd0;
            P_k <= 16'd70;    
            state <= A;
        end else begin
            case (state) 
                A: begin 
                    if (valid_in)
                        state <= B;
                end 
                B: begin
                        x_pred <= x_k;
                        P_pred <= P_k + Q;
                        state <= C;
                end
                C: begin
                    K_k1 <= (P_pred);
                    K_k2 <= (P_pred + R); 
                    state <= D; 
                end 
                D: begin 
                    x_k <= x_pred + ((K_k1*z_k)/K_k2)-((K_k1*x_pred)/K_k2);
                    test <= ((K_k1*P_pred)/K_k2);
                    P_k <= K_k1 - ((K_k1*P_pred)/K_k2);
                    state <= A;
                end 
            endcase
        end
    end
endmodule
File: flow/constraint.sdc
current_design KalmanFilter

set clk_period 58.5
set clk_io_pct 0.2

create_clock -name clk0 -period $clk_period [get_ports {clk}]

set non_clock_inputs [all_inputs -no_clocks]
set_input_delay [expr $clk_period * $clk_io_pct] -clock clk0 $non_clock_inputs
set_output_delay [expr $clk_period * $clk_io_pct] -clock clk0 [all_outputs]
==> deck_impl_summary.md <==
Flow Results at a Glance

Status
  – Status: complete, no violations

Synth
  – Post-synth ARST share: 0%
  – YS chip area: 0.03277 sq mm
  – Netlist cell types: 84
  – Post-Syn Area per Cell: 7.620 sq um
  – Post-synth EDFFs: 42
  – Yosys cell count: 4,300
  – Cells after synthesis: 4,300
  – Commonest flop: edfxtp_1
  – Seq cells post-synth: 78
  – Synthesized cell area: 0.03277 sq mm
  – Synth Seq Share: 6.049%
  – Yosys warns: 1

Floorplan
  – Site Rows: 120
  – Chip Height: 332.5 microns
  – Core ar.: 0.1077 sq mm
  – Die Footprint: 0.1105 sq mm
  – I/O pin count: 19
  – Die x size: 332.5 microns
  – Core Util at FP: 30.44%

Global route
  – First-pass GRT wire length: 159,300 microns
  – Pin count of the biggest net entering global routing: 37
  – Initial antenna violation count: 1
  – Grt total ovfl: 0
  – GRT Util Overall: 18.51%
  – Vias in the first global route: 28,720

Route
  – Final wirelength: 100,000 microns
  – First-pass DRT Iterations: 7
  – DRC: 0
  – Avg WL per Cell: 17.63 microns
  – Via count: 29,900
  – Via/cell ratio: 5.268
  – Drt first-iter violations: 1,860
  – Post-DRT Antenna Nets: 0

Placement
  – Pre-CTS setup slack: 10.14 ns
  – Input/output buffers: 18
  – Placed wire-length estimate: 78,760 microns
  – RePlAce Congestion: 0.9771
  – Placed cell count: 5,658

Worst hold path
  – Hold WC Path Type: flip-flop to flip-flop
  – Hold depth: 0
  – Worst hold start: P_k[2]

Final layout
  – Layout cells sized above 1: 5.011%
  – Post-route insts no fill: 5,675
  – Area growth, synth to finish: 6.869%

Timing
  – Final setup slack of the worst path: 10.05 ns
  – Max Fclk: 20.64 MHz
  – Min cycle time layout: 48.45 ns
  – Fin crit share: 82.81%
  – Finish-stage setup viols: 0
  – Rel. slew slack: 38.72%
  – Setup TNS: 0 ns
  – RSZ-0062 raised after global routing: false
  – Worst-margin pin slew: 0.8960 ns
  – Final hold vios: 0
  – Setup Skew: 0.01449 ns
  – Max-slew violations: 0

Clock network
  – H-tree depth: 3
  – TritonCTS clock tree: built
  – Clk sinks: 78
  – CTS Root Cell: clkbuf_16
  – Post-CTS sizing: 0
  – Insertion delay at the late pin of the worst-skew pair: 0.36 ns
  – Post-CTS Repair Setup Buffers: 0
  – Worst-path clk slew: 0.07 ns
  – Clk buf depth: 2
  – CTS Hold Bufs: 0
  – CTS Buf Count: 9

Worst setup path
  – Worst R2R Start: K_k2[5]
  – CP peak stage delay: 0.78 ns
  – Critical path arrival: 48.69 ns
  – Reg2Reg Depth: 169
  – CP Class: primary input to flip-flop
  – Slowest CP cell: a2111oi_0
  – Setup crit start kind: primary input
  – Worst path most repeated cell: ha_1
  – Crit. End Element: flip-flop
  – CP Max Fanout: 20
  – CP required: 58.75 ns
  – Crit. Startpoint: z_k[7]

Run
  – Tool Warnings: 32
  – Max_cap viols: 0
-- synthesized netlist by cell type, types with 38 or more instances --
library cell  number  area [sq um]
ha_1             534          6681
nand2_1          451          1693
inv_1            419          1573
nor2_1           369          1385
a21oi_1          263          1316
fa_1             207          4144
xnor2_1          203          1778
o21ai_0          181         905.9
and2_1           176          1101
o21a_1           118         885.9
xor2_1           116          1016
a21o_1           115         863.3
clkbuf_1         114         427.9
nor3_1           113         565.5
nand3_1           85         425.4
mux2_2            84         945.9
o211ai_1          63         473.0
nor2b_1           45         281.5
edfxtp_1          42          1261
a211oi_1          38         285.3
or3_1             38         237.7
-- final cells by class --
class                   count  area, sq um
repair buffers             78        630.6
well taps                1403         1755
diodes                      1        2.502
flip-flops and latches     78         1982
inverters                 433         1625
clock inverters             6        68.82
fillers                 11240        72640
clock buffers              10        239.0
multi-input cells        3666        28710
-- worst paths after layout --
path                                   to  slack [ns]
worst max-delay path               x_k[6]       10.05
worst min-delay path            P_pred[2]        0.43
worst max register to register    P_k[14]       17.55
worst min register to register  P_pred[2]        0.43
-- logic make-up after synthesis --
| family | count (synthesis) | share of synthesized area (%) |
|---|---|---|
| AND-OR/OR-AND | 1043 | 21.02 |
| XOR/XNOR | 322 | 8.733 |
| adder cells (fa/ha/maj) | 741 | 33.04 |
| buffers and inverters | 556 | 6.392 |
| flip-flops | 78 | 6.049 |
| multiplexers | 117 | 3.895 |
| AND/OR/NAND/NOR | 1443 | 20.87 |
-- flip-flops by register name (all words and copies together) (netlist names) --
register,flops
state,4
x_k,8
x_pred,8
K_k1,10
K_k2,16
P_pred,16
P_k,16
-- critical path: cells and delay by family --
| kind | cells | cell delay, ns |
|---|---|---|
| compound gates | 81 | 18.84 |
| buf+inv | 13 | 2.30 |
| xor+xnor | 1 | 0.16 |
| simple gates | 26 | 5.11 |
| fa+ha+maj | 24 | 8.29 |
| mux | 6 | 2.27 |
-- cells in the final DEF, fill, tap and decap left out, types with 84 or more instances in the layout --
cell type    n
nor2_1     369
ha_1       534
nand3_1     85
o21a_1     118
o21ai_0    181
fa_1       207
xnor2_1    203
a21o_1     115
inv_1      417
mux2_2      84
a21oi_1    263
and2_1     176
nor3_1     113
xor2_1     116
nand2_1    451
-- metal layers --
layer / wire (microns) / up-vias / part of all wire, % / track usage, %
li1: - / 15050 / - / -
met1: 47510 / 14010 / 47 / 27.03
met2: 43610 / 749 / 44 / 28.64
met3: 7241 / 96 / 7.2 / 4.278
met4: 1683 / 0 / 1.7 / 2.689
met5: 0 / - / 0 / 0
-- through the flow --
stage / hold slack, ns / utilization (%) / area (sq um)
after floorplan: 0.4029 / - / 32770
after global placement: 0.4076 / 32.24 / 34710
after detailed placement: 0.4143 / 32.24 / 34710
after CTS: 0.4302 / 32.53 / 35010
after global routing: 0.4388 / 32.53 / 35010
final: 0.4279 / 32.53 / 35020
